===== /design/flow/config.mk =====
export PLATFORM = sky130hd
export DESIGN_NAME = RegisterRWE
export DESIGN_NICKNAME = RegisterRWE
export VERILOG_FILES = /design/flow/design.v
export SDC_FILE = /design/flow/constraint.sdc
export NUM_CORES = 4
export LEC_CHECK = 1
export CORE_AREA = 10 10 101 101
export DIE_AREA = 0 0 111 111

===== /design/flow/constraint.sdc =====
current_design RegisterRWE

set clk_period 1.0
set clk_io_pct 0.2

create_clock -name clk0 -period $clk_period [get_ports {clk}]

set non_clock_inputs [all_inputs -no_clocks]
set_input_delay [expr $clk_period * $clk_io_pct] -clock clk0 $non_clock_inputs
set_output_delay [expr $clk_period * $clk_io_pct] -clock clk0 [all_outputs]

===== /design/flow/design.v =====
module RegisterRWE #(parameter int width = 32) (input clk, input reset, input wen, input [width-1:0] in, output [width-1:0] out);
   logic [width-1:0] r, rn;
   always_comb begin
      rn = r;
      if (wen) begin
         rn[width-1:0] = in[width-1:0];
      end
   end
   always_ff @(posedge clk) begin
        if (reset) begin
           r[width-1:0] <= 0;
        end else begin
           r[width-1:0] <= rn[width-1:0];
        end
   end
   assign out[width-1:0] = r;
endmodule

===== /design/flow/run.sh =====
#!/bin/bash
# OpenROAD 26Q1-2900-gdf79404cd8, Yosys 0.63+post, stock flow scripts
make -C /OpenROAD-flow-scripts/flow DESIGN_CONFIG=/design/flow/config.mk WORK_HOME=/design/flow/orfs finish

==> results.cfg <==
; flow metrics
[synthesis]
yosys_area_sq_um = 1164
ys.flops = 32
yosys-stat-cells = 103
logic_family = multiplexers
ys_sh_aoi_pct = 0
xor_share_pct = 0
ys_seq_share_pct = 55.05
syn_area_sq_um = 1164
synth.avg_cell_area_sq_um = 11.30
adder_share_pct = 0
ys_types = 6
ys_sh_simple_pct = 10.32
yosysWarnings = 1
muxShareOfSynthArea_pct = 27.53
syn-instance-count = 103

[power]
p_per_area_nw_per_um2 = 1614
cellLeakagePower_nw = 0.9009
peakVddDrop_mv = 0.7189

[finish]
finalInstanceArea_sq_um = 1942
post-route-util_pct = 23.87
largest_register = r
reg_top3 = r x32
n_fill_cell = 881
drive_above_1_share_pct = 44.25
syn_to_final_growth_pct = 66.88
largest_reg_flops = 32
fin_cells = 279
layout_top_cell = clkdlybuf4s50_1
final_cell_mix = clkdlybuf4s50_1 (33), mux2i_1 (32), nor2_1 (32), dfxtp_2 (32), clkbuf_2 (25)

[route]
first_iter_violations = 5
dr.pass1.iters = 2
wl_per_cell_um = 11.06
diodes = 0
drtAntennaViolNets = 0
vias_per_cell = 3.384
wirelength_um = 3087
num_vias = 944
drc = 0

[final_timing]
fin_crit_sh_pct = 90.43
tightest_slew_ns = 0.1476
whs_ns = 0.4063
finalSetupViolCount = 0
fin_crit_ns = 0.9043
slew_headroom_pct = 89.88
drv_slew = 0
grt_setup_unrepaired = no
final.setup.tns_ns = 0
fmax_mhz = 1106
finalClockSkew_ns = 0
hold_violations = 0

[global_route]
grt_first_pass_wirelength_um = 5043
grt_max_degree = 33
antenna_found_initial = 0
grt.overflow.total = 0
grt_pass1_vias = 1012
track_usage_pct = 4.818

[placement]
numPlacedInstances = 270
gp_congestion = 0.7312
place_area_sq_um = 1928
dp_hpwl_um = 2327
io_buffers = 66

[clocking]
cts_buffer_depth = 2
ctsHoldBuffers = 0
cts_tree = built
root_buffer = clkbuf_8
cts.sinks = 32
clock.latency.late_pin_ns = 0.27
clk_pin_slew_ns = 0.07
cts_buffers = 5
h-tree-depth = 2

[setup_path]
crit_slowest_cell = dfxtp_2
crit_fanout = 2
cp_top_family = flip-flops
critPathBufInv = 1
crit_path_start_kind = flip-flop
critPathRequiredTime_ns = 0.80
end_kind = primary output
worst-endpoint-arrival_ns = 0.70
worstSetupPathType = reg2out
slowest_delay_ns = 0.32
path_cells = buf_2

[job]
warnings = 25
cap_violations = 0

[floorplanning]
std_cell_rows = 33
die-width_um = 111
chipArea_sq_um = 12320
fp.coreArea_sq_um = 8134
die_h_um = 111
ioPinCount = 67
initCoreUtil_pct = 14.31

[outcome]
status = completed

[hold_path]
hold_path_class = in2reg
[routing by layer]
| layer | GRT usage [%] | vias to the layer above | share of wire, % |
|---|---|---|---|
| li1 | - | 477 | - |
| met1 | 5.841 | 414 | 46 |
| met2 | 6.997 | 48 | 40 |
| met3 | 3.339 | 5 | 12 |
| met4 | 0.6944 | 0 | 0.87 |
| met5 | 0 | - | 0 |
[tightest hold or removal path: stages]
cell and delay (ns):
buf_2 0.14, buf_12 0.16, mux2i_1 0.08, nor2_1 0.07
[cell families (layout without fill, tap and decap cells)]
logic type    after synthesis  after routing
simple gates               32             32
flops                      32             32
buf+inv                     7             78
mux                        32             32
[synth_stat cells]
library cell,number,share of area [%]
buf_12,3,5.2
mux2i_1,32,28
clkbuf_1,3,0.97
nor2_1,32,10
buf_6,1,0.97
dfxtp_1,32,55
[power breakdown]
group	leakage (nW)	total, mW	internal, mW	switching (mW)
logic	0.561	0.385	0.259	0.126
clock network	0.0645	1.35	0.879	0.470
registers	0.275	1.40	1.37	0.0353
total	0.901	3.13	2.50	0.631
[metrics by stage]
stage	worst slack (ns)	total power [mW]
3_5_place_dp	-0.1048	1.879
3_3_place_gp	-0.09776	1.877
6_report	0.09574	3.135
5_1_grt	0.04940	3.324
2_1_floorplan	0.2073	1.569
4_1_cts	0.001146	3.244
[repair_timing]
item / 4_1_cts / 5_1_grt
gates resized: 103 / 25
cloned: 0 / 0
setup endpoints to repair: 32 / 25
buffers inserted: 0 / 1
endpoints found under the hold margin: 0 / 0
[cell type report]
cell class	instances	area, sq um	share of cell area [%]
sequential	32	680.7	35.05
clock buffer	7	96.34	4.961
timing repair buffer	70	563.0	28.99
tap	105	131.4	6.765
clock inverter	1	30.03	1.546
multi-input combinational	64	440.4	22.68
[final timing paths]
path	startpoint	to	slack (ns)	cells past startpoint
min reg2reg	r[9]$_SDFFE_PP0P_	r[9]$_SDFFE_PP0P_	0.48	2
max	r[12]$_SDFFE_PP0P_	out[12]	0.1	1
min	wen	r[16]$_SDFFE_PP0P_	0.41	4
max reg2reg	r[6]$_SDFFE_PP0P_	r[6]$_SDFFE_PP0P_	0.30	3
Power and IR drop assume default switching activity.
