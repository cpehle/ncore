--- design/flow/config.mk ---
export PLATFORM = sky130hd
export DESIGN_NAME = RegisterWE
export DESIGN_NICKNAME = RegisterWE
export VERILOG_FILES = /design/flow/design.v
export SDC_FILE = /design/flow/constraint.sdc
export NUM_CORES = 4
export LEC_CHECK = 1
export CORE_AREA = 10 10 86 86
export DIE_AREA = 0 0 96 96
--- design/flow/constraint.sdc ---
current_design RegisterWE

set clk_period 1.0
set clk_io_pct 0.2

create_clock -name clk0 -period $clk_period [get_ports {clk}]

set non_clock_inputs [all_inputs -no_clocks]
set_input_delay [expr $clk_period * $clk_io_pct] -clock clk0 $non_clock_inputs
set_output_delay [expr $clk_period * $clk_io_pct] -clock clk0 [all_outputs]
--- design/flow/design.v ---
module RegisterWE #(parameter int width = 32) (input clk, input wen, input [width-1:0] in, output [width-1:0] out);
   logic [width-1:0] r;
   always_ff @(posedge clk) begin
      r[width-1:0] <=  wen ? in[width-1:0] : r[width-1:0];
   end
   assign out[width-1:0] = r;
endmodule
--- design/flow/run.sh ---
#!/bin/bash
# OpenROAD 26Q1-2900-gdf79404cd8, Yosys 0.63+post, stock flow scripts
make -C /OpenROAD-flow-scripts/flow DESIGN_CONFIG=/design/flow/config.mk WORK_HOME=/design/flow/orfs finish
==> ci_impl_report.md <==
## Synthesis and layout report

| Metric | Value |
|---|---|
| Lkg Pwr | ~0.64 nW |
| Crit path from | r[23] |
| Worst vdd ir | between 0.0005 and 0.0006 V |
| # DRC | 0 |
| Chip area | about 0.009 mm^2 |
| Final Worst Setup Slack | ~0.024 ns |
| Net switching power | 543 uW |
| Yosys stat area | 961 um^2 |
| Clk sinks | 32 |
| Non-Filler Instances | 179 |
| Crit path max-delay cell type | edfxtp_1 |
| Mapped Area | about 960 um^2 |
| CP Class | reg2out |
| Post-route minimum period | 0.976 ns |
| Int Pwr | 2.25 mW |
| Mux cell area share | 0% |
| Post-route ant nets | 0 |
| Commonest cells after routing, fill and taps aside | clkdlybuf4s50_1, buf_2, edfxtp_1 |
| Share of total power in the clock network | approximately a third |
| RD Place Congestion | around 0.75 |
| Crit Path Max Fanout | 1 |
| RSZ-0062 raised after global routing | true |
| Area growth from synthesis to layout | 73.4% |
| Die X | 96 um |
| Cts hold-fix bufs | 0 |
| CTS tree | done |
| Pwr Density | about 1700 mW/mm^2 |
| Largest stage delay, worst path | around 0.37 ns |
| Max FFs per register | 32 |
| CTS buffer count | 5 |
| Max H-tree Level | 2 |
| Largest net degree at the start of global routing | 21 |
| Total core area | 0.00554 mm^2 |
| Status | finished clean |
| Crit path DAT | about 0.8 ns |
| Worst Tran Pin Value | 0.221 ns |
| Seq pwr share | 57.8% |
| Height of the die | approximately 96 um |
| Syn Area/Cell | 30.0 um^2 |
| DR iter-0 viols | 10 |
| Ys cells | 32 |
| Hold Path Class | in2reg |
| CP cell instances | buf_2 |
| DR vias | 587 |
| Yosys warns | 1 |
| Post-place setup slack | -0.290 ns |
| Inserted Diodes | 0 |
| Wirelength, routed | 2.56 mm |
| Max cap viols | 0 |
| Total Routing Usage GR | 5.55% |
| Comb gates | 0 |
| Post-DP HPWL | 2.11 mm |
| Comb. cell area | 0 um^2 |
| Fa+ha+maj area frac | 0% |
| Aoi/oai-family share of the synthesized area | 0% |
| Comb pwr share | 8.9% |
| Tool warnings | 27 |
| Vias in the first global route | 671 |
| Sw Ratio | 19.4% |
| Number of vias per cell | 3.28 |
| Setup TNS | 0 ns |
| First-pass GRT wire length | 3.73 mm |
| Required @ worst endpoint | about 0.80 ns |
| Core Rows | 27 |
| Fin. max-slew vios | 0 |
| Final setup viols | 0 |
| Post-CTS Setup Bufs | 0 |
| Total grt overflow | 0 |
| Iteration count of the initial detailed-routing pass | 3 |
| Layout cells sized above 1 | 38.3% |
| Biggest regs | r: 32 flops |
| F_max | 1.02 GHz |
| CP Launch Type | register |
| PortBufs | about 65 |
| # fillers | 566 |
| Register Area | just under 0.001 mm^2 |
| Seq share, synth | 100% |
| Max clock buf depth | 2 |
| Slew margin rel. | 85.2% |
| Yosys xor share | 0% |
| Critical path buffer and inverter count | 1 |
| DP Cell Count | around 170 |
| Post-CTS Resized | 99 |
| Crit path to | out[23] |
| CP Capture Type | output port |
| Final hold violations | 0 |
| Synth Instances | 32 |
| Clk slew on worst S/H paths | 0.07 ns |
| Antenna violations before repair | 0 |
| Average routed wire per standard cell | 14.3 um |
| CP delay by family, top | flip-flops |
| Util after Layout | between 30 and 40% |
| Biggest register | r |
| Count of different cell masters after synthesis | 1 |
| I/O Pins | 66 |
| WP depth | 1 |
| Final Cycle Share | 97.6% |
| Ys flops | 32 |
| Initial Util | ~17% |
| Yosys simple share | 0% |
| Root buf cell | clkbuf_8 |
-- cell usage after synthesis --
| library cell | count | area share, % |
|---|---|---|
| edfxtp_1 | 32 | 100 |
-- worst min-delay path by stage --
stage         cells after the start    from    end
CTS                               1  in[24]  r[24]
global route                      2     wen   r[8]
finish                            2     wen   r[8]
-- area by class of cell --
type	instances	area share [%]
flip-flops and latches	32	57.7
well taps	72	5.41
clock buffers	5	4.13
clock inverters	3	0.826
repair buffers	67	32.0
-- per-stage QoR --
stage	power [mW]	area, um^2	hold slack [ns]
floorplan	1.62	961	0.299
global placement	2.00	1740	0.756
detailed placement	2.00	1740	0.758
CTS	2.86	1660	0.461
global route	2.95	1670	0.424
finish	2.79	1670	0.421
-- kinds of logic (layout without fill, tap and decap cells) --
kind of cell	count (synthesis)	count (layout)
flip-flops	32	32
buffers and inverters	0	75
-- routing by layer --
layer  vias to the layer above  track usage (%)  wire length [um]
li1                        275                -                 -
met2                        36             8.74              1220
met4                         0            0.860                40
met5                         -                0                 0
met3                         6             3.93               354
met1                       270             6.17               954
-- power groups by stage --
stage / combinational (mW) / clock, mW / sequential (mW)
after CTS: 0.260 / 0.984 / 1.62
final: 0.249 / 0.931 / 1.61
after global routing: 0.277 / 1.04 / 1.63
Power figures rest on the tool's default switching activity, not on a simulated workload.
