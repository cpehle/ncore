--- design/flow/design.v ---
module RegisterR #(parameter int width = 32) (input clk, input reset, input [width-1:0] in, output [width-1:0] out);
   logic [width-1:0] r;
   always_ff @(posedge clk) begin
        if (reset) begin
           r[width-1:0] <= 0;
        end else begin
           r[width-1:0] <= in[width-1:0];
        end
   end
   assign out[width-1:0] = r;
endmodule
--- design/flow/run.sh ---
#!/bin/bash
# OpenROAD 26Q1-2900-gdf79404cd8, Yosys 0.63+post, stock flow scripts
make -C /OpenROAD-flow-scripts/flow DESIGN_CONFIG=/design/flow/config.mk WORK_HOME=/design/flow/orfs finish
--- design/flow/config.mk ---
export PLATFORM = sky130hd
export DESIGN_NAME = RegisterR
export DESIGN_NICKNAME = RegisterR
export VERILOG_FILES = /design/flow/design.v
export SDC_FILE = /design/flow/constraint.sdc
export NUM_CORES = 4
export LEC_CHECK = 1
export CORE_AREA = 10 10 90 90
export DIE_AREA = 0 0 100 100
--- design/flow/constraint.sdc ---
current_design RegisterR

set clk_period 1.0
set clk_io_pct 0.2

create_clock -name clk0 -period $clk_period [get_ports {clk}]

set non_clock_inputs [all_inputs -no_clocks]
set_input_delay [expr $clk_period * $clk_io_pct] -clock clk0 $non_clock_inputs
set_output_delay [expr $clk_period * $clk_io_pct] -clock clk0 [all_outputs]
==> changes_impl.md <==
## Flow update

- Status: complete, no violations
- Drt wl/cell: 11.6 µm
- Ys cells: 67
- H-tree levels: 2
- CP Class: reg2out
- RePlAce Congestion: 0.650
- Clock buffer depth: 2
- Hold Path Class: in2reg
- Share of layout cells above drive strength 1: 17.4%
- CP Buf/Inv Count: 1
- Width of the chip: 100 µm
- Top Registers: r: 32 flops
- # fillers: 661
- TritonRoute pass-1 iters: 2
- Worst-path cell chain: clkdlybuf4s15_1
- Reg with most FFs: r
- Peak Freq: 1040 MHz
- Diode count: 0
- Placed Area: 1610 µm²
- Setup violators final: 0
- Wire length of the first global-routing pass: 3910 µm
- Power Total: 2.63 mW
- Final WS setup: 0.0368 ns
- Worst setup EP type: primary output
- Vias in the first global route: 748
- Required @ worst endpoint: 0.80 ns
- Normalized max-slew margin: 90.7%
- End-of-flow core utilization: 26.5%
- Max reg flops: 32
- Grt ovf: 0
- Initial DRC Count: 6
- Final min period: 0.963 ns
- Avg Synthesized Cell Area: 12.9 µm²
- TritonCTS clock tree: done
- Crit-path leading delay family: flip-flops
- Post-place setup slack: -0.0981 ns
- Pwr per Cell Area: 1580 nW/µm²
- Post-route cell area: 1660 µm²
- Syn Inst Count: 67
- Core Region: 6280 µm²
- CP max stage delay: 0.31 ns
- Crit path max fanout: 1
- Fin. max-slew vios: 0
- DRT antenna net count: 0
- Via-per-instance ratio: 3.12
- Area figure in the yosys stat output: 863 µm²
- Postcts setup bufs: 0
- # rows: 29
- RSZ-0062 raised after global routing: no
- Placed Cells: 207
- Largest net degree at the start of global routing: 33
- Combinational gate area: 200 µm²
- Final-report hold violation count: 0
- Tool warnings: 25
- Init Core Util: 13.8%
- Startpoint types: flop
- Initial antenna violation count: 0
- Clock transition at the registers of the reported paths: 0.06 ns
- MaxCap Viol Count: 0
- Clk sinks: 32
- CTS Buf Count: 5
- Max VDD drop: 0.000578 V
- Final period utilization: 96.3%
- Fin cells: 215
- Post-synthesis cell area: 863 µm²
- Synth unique cells: 3
- DIE HEIGHT: 100 µm
- Synth Warn #: 1
- Static Leak: 0.668 nW
- Gr usage total: 4.88%
- PortBufs: 65
- Total number of vias: 670
- Register area: 651 µm²
- HPWL after DPL: 2040 µm
- CP max-delay cell: dfxtp_1
- Fin Setup TNS: 0 ns
- Area delta synth->final: 92.6%
- Seq share, synth: 74.2%
- Clk root buf: clkbuf_8
- Chip area: 10,000 µm²
- Worst-margin pin slew: 0.140 ns
- Drt total wl: 2490 µm
- DR DRC count: 0
- Worst Path Arrival: 0.76 ns
- # IOs: 66
- Hold_ws: 0.473 ns
- Synthesized registers: 32
routing by layer:
layer  wire (µm)  vias to the layer above  track usage [%]
met5           0                        -                0
met4           9                        0            0.870
met3         362                        2             3.40
met2        1190                       35             7.62
met1         919                      296             5.43
li1            -                      337                -
power breakdown:
part / leakage, nW / total [mW] / internal (mW) / switching (mW)
logic: 0.354 / 0.274 / 0.216 / 0.0578
registers: 0.269 / 1.36 / 1.35 / 0.0153
clock network: 0.0455 / 0.993 / 0.561 / 0.433
total: 0.668 / 2.63 / 2.12 / 0.506
path summary, 6_finish.rpt:
kind	from	to	cells past startpoint
max	r[25]$_SDFF_PP0_	out[25]	1
min	in[17]	r[17]$_SDFF_PP0_	2
layout by cell type (no fill, tap or decap):
cell type and n:
clkdlybuf4s15_1 23, dfxtp_1 24, buf_2 2, buf_12 1, dfxtp_2 8, clkbuf_1 2
nor2b_1 32, clkbuf_8 6, clkbuf_2 7, clkdlybuf4s50_1 33
area by class of cell:
cell class | instances | share of cell area, %
Clock buffer | 8 | 5.42
Multi-Input combinational cell | 32 | 12.0
Sequential cell | 32 | 39.1
Tap cell | 77 | 5.79
Timing Repair Buffer | 66 | 37.6
cells in the mapped netlist, drive strengths merged:
cell | number | area share, %
nor2b | 32 | 23
buf | 3 | 2.6
dfxtp | 32 | 74
repair_timing:
item / 4_1_cts / 5_1_grt
hold buffers: 0 / 0
endpoints found under the setup margin: 32 / 10
resized: 71 / 12
cell families (layout without fill, tap and decap cells):
logic type	after synthesis	in the layout	share of synthesized area [%]
buffers and inverters	3	74	2.61
DFF	32	32	74.2
and+or+nand+nor	32	32	23.2
Power figures rest on the tool's default switching activity, not on a simulated workload.
